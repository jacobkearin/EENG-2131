File: design/flow/config.mk
export PLATFORM = sky130hd
export DESIGN_NAME = motor_signals
export DESIGN_NICKNAME = motor_signals
export VERILOG_FILES = /design/flow/design.v
export SDC_FILE = /design/flow/constraint.sdc
export NUM_CORES = 4
export LEC_CHECK = 1
export CORE_AREA = 10 10 70 70
export DIE_AREA = 0 0 80 80
File: design/flow/constraint.sdc
current_design motor_signals

set clk_period 2.4
set clk_io_pct 0.2

create_clock -name clk0 -period $clk_period [get_ports {clk}]

set non_clock_inputs [all_inputs -no_clocks]
set_input_delay [expr $clk_period * $clk_io_pct] -clock clk0 $non_clock_inputs
set_output_delay [expr $clk_period * $clk_io_pct] -clock clk0 [all_outputs]
File: design/flow/design.v
`timescale 1ns / 1ps
module motor_signals(clk, enable, fwd, Apos, Aneg, Bpos, Bneg, Cpos, Cneg, hall);
input clk, enable, fwd; 
input [2:0] hall;
output Apos, Aneg, Bpos, Bneg, Cpos, Cneg; 
parameter s0 = 6'b000000;    
parameter s1 = 6'b100001;    
parameter s2 = 6'b100100;   
parameter s3 = 6'b000110;   
parameter s4 = 6'b010010;
parameter s5 = 6'b011000;
parameter s6 = 6'b001001;
reg [5:0] state = s0;
assign {Apos, Aneg, Bpos, Bneg, Cpos, Cneg} = state;    
always @(posedge clk) begin  
    if (!enable) state <= s0;
    else case (state)
        s0: begin
            if (hall == 3'b001) state <= s1;
            else if (hall == 3'b000) state <= s2;    
            else if (hall == 3'b100) state <= s3;    
            else if (hall == 3'b110) state <= s4;    
            else if (hall == 3'b111) state <= s5;    
            else if (hall == 3'b011) state <= s6;
            else state <= s0;
        end
        s1: state <= enable ? (fwd ? s2 : s6) : s0;
        s2: state <= enable ? (fwd ? s3 : s1) : s0;
        s3: state <= enable ? (fwd ? s4 : s2) : s0;
        s4: state <= enable ? (fwd ? s5 : s3) : s0;
        s5: state <= enable ? (fwd ? s6 : s4) : s0;
        s6: state <= enable ? (fwd ? s1 : s5) : s0;
    endcase 
end
endmodule
module adc_controller(CLK, jxADC, data_out);
input CLK;
input [6:0] jxADC;
output reg [15:0] data_out;  
wire enable;
wire ready;
wire [15:0] data; 
xadc_wiz_2  XLXI_7 (
        .daddr_in(8'h1f),
        .dclk_in(CLK), 
        .den_in(enable), 
        .di_in(0), 
        .dwe_in(0),
        .vauxp15(jxADC[3]),
        .vauxn15(jxADC[7]), 
        .do_out(data),
        .eoc_out(enable),
        .drdy_out(ready));
always @(posedge CLK) begin
    data_out <= data; 
end
endmodule
module main_driver (clk, JXADC, sw, JA, JC);
input clk;
input [7:0] JXADC;
input [15:0] sw;     
input [7:0] JA;      
output [7:0] JC;     
reg [31:0] freq_counter = 0;
reg var_clk = 0;
wire [15:0] data;   
parameter min_count = 84996;     
adc_controller dut0(clk, JXADC, data);
always @(posedge clk) begin
    freq_counter <= freq_counter +1;
    if (freq_counter >= (min_count + ((4096 - data[15:4]) ** 2))) begin 
        freq_counter <= 0;
        var_clk <= !var_clk;
    end
end
motor_signals dut1(var_clk, sw[0], sw[1], JC[0], JC[1], JC[2], JC[3], JC[4], JC[5], JA[2:0]);
endmodule
File: design/flow/run.sh
#!/bin/bash
# OpenROAD 26Q1-2900-gdf79404cd8, Yosys 0.63+post, stock flow scripts
make -C /OpenROAD-flow-scripts/flow DESIGN_CONFIG=/design/flow/config.mk WORK_HOME=/design/flow/orfs finish
==> results.cfg <==
; generated from flow reports
[global_route]
grt_max_degree = 16
met3_usage_pct = 0.341
grt_use_met2_pct = 8.19
grt_pass1_vias = 611
met1_usage_pct = 7.50
grt_util_all_layers_pct = 5.20
top_usage_layer = met2
antenna_found_initial = 0
grt_pass1_wl_um = 2820
overflow = 0

[power]
peakVddDrop_mv = 0.278
p_per_area_mw_per_mm2 = 1040
p_leak_nw = 0.248
total_power_w = 0.000813

[drt]
drt-pass1-iter-count = 4
ant_nets = 0
drc_errors = 0
vias = 643
drt-total-wl_um = 1710
viasPerCell = 5.14
insertedDiodeCount = 0
drt-wirelength-per-cell_um = 13.6
drt_iter0_markers = 49

[synthesis]
synth_cell_type_count = 43
yosys.area.top_type_share_pct = 18.6
yosys_register_bits = 6
syn_area_um2 = 644
edf_count = 0
synthCells = 72
yosys_warnings = 1
top_area_cell = dfxtp_1
yosys-top-cells-count = dfxtp_1 (6), nor2_1 (6), a31oi_1 (5), nor3_1 (5), o41ai_1 (3)
synthArstFlopShare_pct = 0
top_cells_by_area = dfxtp_1 (19%), a31oi_1 (4.9%), a311oi_2 (4.7%)
ys_seq_share_pct = 18.6
yosys_area_um2 = 644
syn_avg_cell_area_um2 = 8.95
ff_type = dfxtp_1
yosys_cells = 72

[sta]
rsz0062_at_grt = false
slew_headroom_pct = 62.5
fin_ws_ns = 0.444
finalCriticalPeriod_ns = 1.96
final_hold_viol_count = 0
setup_tns_ns = 0
tightest_slew_ns = 0.562
fmax_mhz = 511
drv_slew = 0
finalCritPeriodShare_pct = 81.5
skew_ns = 0.00716
finalSetupViolCount = 0

[clock_tree]
cts_resized = 0
insertion_delay_ns = 0.24
path_clk_slew_ns = 0.05
cts_buffers = 3
postCtsSetupBuffers = 0
ctsHtreeMaxLevel = 1
hold_buffers = 0
cts_root_buffer = clkbuf_4
cts_sinks = 6
cts_tree = yes
ctsLongestPathBuffers = 2

[floorplan]
ios = 12
dieArea_mm2 = 0.00640
fp-utilization_pct = 18.9
core-area_mm2 = 0.00342
die_x_um = 80
row_count = 21
dieHeight_um = 80

[critical_path]
cp.required_ns = 1.92
path_cells = clkdlybuf4s50_1
cp-end-kind = primary output
crit_fanout = 13
critPathBufInv = 1
arrival_ns = 1.48
critPathMaxStageDelay_ns = 0.67
crit_type = flip-flop to primary output
path_delay_family = flip-flops
critPathLaunchType = flip-flop
cpMaxStageDelayCell = dfxtp_1

[finish]
drive_above_1_share_pct = 17.7
syn_to_final_growth_pct = 21.7
logic_area_um2 = 467
max_flop_register = state
biggestRegsByFlops = state x6
fin_util_pct = 23.0
fillCellCount = 396
flop_area_um2 = 120
largest_reg_flops = 6

[place]
place_hpwl_um = 1280
gp_congestion = 0.900
pre_cts_slack_ns = 0.562
io_buffers = 11

[flow_run]
drv_cap = 0
tool_warnings = 25

[status]
outcome = completed

[worst_hold_path]
hold_class = flip-flop to flip-flop
==> per-layer routing <==
| metal | up-vias | wire (um) |
|---|---|---|
| met4 | 0 | 12 |
| li1 | 311 | - |
| met2 | 31 | 796 |
| met3 | 2 | 94 |
| met5 | - | 0 |
| met1 | 299 | 802 |
==> placed cells by master, fill, tap and decap left out, types with 2 or more instances in the layout <==
master	Yosys	layout
clkdlybuf4s50_1	0	11
nor4bb_1	2	2
clkbuf_4	0	3
a311oi_2	2	2
dfxtp_1	6	6
or3_1	2	2
a31oi_1	5	5
inv_1	2	2
a32oi_1	2	2
o41ai_1	3	3
nor2_1	6	6
nor4_1	2	2
nor3_1	5	5
==> report_power, final <==
group | switching, W | leakage, nW | internal, W
clock | 0.0000340 | 0.0138 | 0.0000564
combinational | 0.000197 | 0.185 | 0.000254
sequential | 0.000134 | 0.0493 | 0.000139
total | 0.000365 | 0.248 | 0.000449
==> cells by family after synthesis <==
| logic type | Yosys count | synth area share (%) |
|---|---|---|
| simple gates | 34 | 39.8 |
| compound gates | 21 | 28.7 |
| buf+inv | 9 | 8.93 |
| flops | 6 | 18.6 |
| xor+xnor | 2 | 3.88 |
==> final timing paths <==
check	endpoint	cells past startpoint	slack, ns	startpoint
worst min register to register	state[0]$_SDFFE_PN0P_	3	0.86	state[1]$_SDFFE_PN0P_
worst min-delay path	state[0]$_SDFFE_PN0P_	3	0.86	state[1]$_SDFFE_PN0P_
worst max register to register	state[2]$_SDFFE_PN0P_	4	0.56	state[3]$_SDFFE_PN0P_
worst max-delay path	Aneg	1	0.44	state[4]$_SDFFE_PN0P_
==> per-stage QoR <==
stage	hold WS, ns	cell area (um2)	std cells
6_report	0.858	785	125
3_5_place_dp	0.847	762	122
5_1_grt	0.884	785	125
2_1_floorplan	0.603	644	72
4_1_cts	0.859	785	125
3_3_place_gp	0.832	762	122
==> area by class of cell <==
type | count | area share (%)
Tap cell | 46 | 7.34
Clock buffer | 3 | 2.87
Inverter | 2 | 0.957
Multi-Input combinational cell | 57 | 59.5
Sequential cell | 6 | 15.3
Timing Repair Buffer | 11 | 14.0
No activity file was given, so power comes from the tool's default toggle rates.
